===== design/flow/run.sh =====
#!/bin/bash
# OpenROAD 26Q1-2900-gdf79404cd8, Yosys 0.63+post, stock flow scripts
make -C /OpenROAD-flow-scripts/flow DESIGN_CONFIG=/design/flow/config.mk WORK_HOME=/design/flow/orfs finish

===== design/flow/config.mk =====
export PLATFORM = sky130hd
export DESIGN_NAME = clk_divider
export DESIGN_NICKNAME = clk_divider
export VERILOG_FILES = /design/flow/design.v
export SDC_FILE = /design/flow/constraint.sdc
export NUM_CORES = 4
export LEC_CHECK = 1
export CORE_UTILIZATION = 40

===== design/flow/constraint.sdc =====
current_design clk_divider

set clk_period 4.3
set clk_io_pct 0.2

create_clock -name clk0 -period $clk_period [get_ports {in_clk}]

set non_clock_inputs [all_inputs -no_clocks]
set_input_delay [expr $clk_period * $clk_io_pct] -clock clk0 $non_clock_inputs
set_output_delay [expr $clk_period * $clk_io_pct] -clock clk0 [all_outputs]

===== design/flow/design.v =====
`default_nettype none
module modulate_carrier
    #( parameter DEFAULT_DDS_INCR = 32'd258)         
    (       
    clk,
    modulating_bits,
    modulation_selector,
    carrier_sin_wave,
    carrier_cos_wave,
    fsk_dds_increment,    
    modulated_wave_reg,
    dds_increment
    );
    input logic clk;
    input logic [1:0] modulating_bits;
    input logic [2:0] modulation_selector;
    input logic signed [11:0] carrier_sin_wave;
    input logic signed [11:0] carrier_cos_wave;
    input logic [31:0] fsk_dds_increment;    
    output logic signed [11:0] modulated_wave_reg;
    output logic [31:0] dds_increment;
    logic signed [11:0] modulated_wave;
    logic signed [11:0] ask_modulation;
    logic signed [11:0] bpsk_sin_modulation;
    logic signed [11:0] lfsr_modulation;
    logic signed [11:0] qpsk_modulation;
    logic signed [11:0] bpsk_cos_modulation;
    logic signed [23:0] qpsk_intermediate_val;       
    always_comb begin
        case (modulation_selector)
            3'b000: {modulated_wave, dds_increment} = {ask_modulation, DEFAULT_DDS_INCR};            
            3'b001: {modulated_wave, dds_increment} = {carrier_sin_wave, fsk_dds_increment};         
            3'b010: {modulated_wave, dds_increment} = {bpsk_sin_modulation, DEFAULT_DDS_INCR};       
            3'b011: {modulated_wave, dds_increment} = {lfsr_modulation, DEFAULT_DDS_INCR};           
            3'b100: {modulated_wave, dds_increment} = {qpsk_modulation, DEFAULT_DDS_INCR};           
            default: {modulated_wave, dds_increment} = {ask_modulation, DEFAULT_DDS_INCR};           
        endcase
    end
    always_comb begin
        if (modulating_bits[0])
            ask_modulation = carrier_sin_wave;
        else 
            ask_modulation = 12'b0000_0000_0000;
    end
    always_comb begin
        if (modulating_bits[0])
            bpsk_sin_modulation = (carrier_sin_wave^12'b1111_1111_1111) + 1'b1;
        else 
            bpsk_sin_modulation = carrier_sin_wave;
    end
    always_comb begin
        if (modulating_bits[1])
            bpsk_cos_modulation = (carrier_cos_wave^12'b1111_1111_1111) + 1'b1;
        else 
            bpsk_cos_modulation = carrier_cos_wave;
    end
    always_comb begin
        if (modulating_bits[0])
            lfsr_modulation = 12'b0000_0000_0000;        
        else 
            lfsr_modulation = 12'b1000_0000_0000;        
    end
    always_ff @(posedge clk) begin
        qpsk_intermediate_val <= 724*(bpsk_cos_modulation-bpsk_sin_modulation);
        qpsk_modulation <= (qpsk_intermediate_val>>10);      
    end
    always_ff @(posedge clk) begin
        modulated_wave_reg <= modulated_wave;
    end
endmodule
module lfsr_5bit 
    #( parameter INIT_VAL = 5'b00001)  
    (
    clk,
    reset,
    rand_sequence    
    );
    input logic clk;
    input logic reset;
    output logic [4:0] rand_sequence;    
    logic [4:0] lfsr = INIT_VAL;     
    assign rand_sequence = lfsr;
    always_ff @(posedge clk) begin
        if (reset) lfsr[4] <= INIT_VAL[4];
        else
            lfsr[4] <= (lfsr[0] ^ lfsr[2]);
    end
    always_ff @(posedge clk) begin
        if (reset) lfsr[3] <= INIT_VAL[3];
        else
            lfsr[3] <= lfsr[4];
    end
    always_ff @(posedge clk) begin
        if (reset) lfsr[2] <= INIT_VAL[2];
        else
            lfsr[2] <= lfsr[3];
    end
    always_ff @(posedge clk) begin
        if (reset) lfsr[1] <= INIT_VAL[1];
        else
            lfsr[1] <= lfsr[2];
    end
    always_ff @(posedge clk) begin
        if (reset) lfsr[0] <= INIT_VAL[0];
        else
            lfsr[0] <= lfsr[1];
    end
endmodule
module clk_divider #(parameter N = 32) (
    in_clk,
    reset,
    clk_limit,             
    divided_clk
    );     
    input  logic  in_clk;
    input  logic reset;
    input  logic [N-1:0] clk_limit;              
    output logic divided_clk;
    logic [N-1:0] r_reg, r_next;
    always_ff @(posedge in_clk, posedge reset) begin
        if (reset)
            r_reg <= 0;
        else
            r_reg <= r_next;
    end
    always_ff @(posedge in_clk, posedge reset) begin
        if (reset)
            divided_clk <= 0;
        else if (r_reg == (clk_limit-1))
            divided_clk <= ~divided_clk;      
    end
    assign r_next = (r_reg>=(clk_limit-1)) ? 0 : r_reg + 1;
endmodule
module clk_crossing_slow_to_fast (
    lfsr_in,
    slow_clock,
    fast_clock,
    lfsr_fast_output);
    input logic [4:0] lfsr_in;
    input logic slow_clock;
    input logic fast_clock;
    output logic [4:0] lfsr_fast_output;
    logic in_ff_1;
    logic in_ff_2;
    logic out_ff_1;
    logic out_ff_2;
    logic inverted_fast_clock;
    logic enable_fast_circuit;
    logic [4:0] lfsr_slow;
    logic [4:0] lfsr_fast_from_slow;
    assign enable_fast_circuit = out_ff_2;
    assign in_ff_1 = slow_clock;
    assign in_ff_2 = out_ff_1;
    assign inverted_fast_clock = ~fast_clock;
    always_ff @ (posedge inverted_fast_clock) begin
    out_ff_1 <= in_ff_1;
    out_ff_2 <= in_ff_2;
    end
    always_ff @ (posedge slow_clock) begin
	    lfsr_slow <= lfsr_in;
    end
    always_ff @(posedge fast_clock) begin
	    if(enable_fast_circuit) 
		    lfsr_fast_from_slow <= lfsr_slow;
    end
    always_ff @(posedge fast_clock) begin
	    lfsr_fast_output <= lfsr_fast_from_slow;
    end
endmodule
module clk_crossing_fast_to_slow (
    fast_clk,
    fast_data_in,
    slow_clk,
    slow_data_out
    );
    input logic fast_clk;
    input logic [11:0] fast_data_in;
    input logic slow_clk;
    output logic [11:0] slow_data_out;
    logic sync_slow_clk;                 
    logic inverted_fast_clk;
    logic data_reg_en;
    logic [11:0] reg1_q, reg3_q;
    assign inverted_fast_clk = ~fast_clk;
    always_ff @ (posedge fast_clk) begin
	    reg1_q <= fast_data_in;
    end
    always_ff @(posedge fast_clk) begin
	    if(data_reg_en) 
		    reg3_q <= reg1_q;
    end
    always_ff @(posedge slow_clk) begin
	    slow_data_out <= reg3_q;
    end
    always_ff @(posedge inverted_fast_clk) begin
	    sync_slow_clk <= slow_clk;
        data_reg_en <= sync_slow_clk;
    end
endmodule
`default_nettype wire

==> run notes <==
fresh numbers from the pnr run: critical path cell sequence clkdlybuf4s50_1 -> or3_1 -> or3_4 -> or3_4 -> or3_1 -> xor2_1 -> ha_1 -> nand4_1 -> nor3_2 -> buf_4 -> nand2_1 -> a31oi_4 -> clkbuf_16 -> nor3_1, status completed, yosys cell count about 330, Internal Pwr Total 0.7627 mW, CTS Sinks 33, Cells after Synth between 300 and 400, I/O pins 35, final setup skew 0.007866 ns, vias in the first global route 2457, drt first pass iters 4, Mapped Area 2859 µm², net switching fraction of the power 33.58%, worst hold path type flip-flop to flip-flop, wirelength, routed 7099 µm, Crit Path Category input pin to flip-flop, total CTS buffers 5, Die H between 80 and 90 µm, Worst VDD drop 178.6 µV, Longest Clk Path Bufs 2, PwrDens between 200 and 300 nW/µm², Comb power frac between 30% and 40%, die area 7489 µm², Synth Seq Share 28.88%, pin count of the biggest net entering global routing 34, hold buffers post-CTS 0, max reg flops 32, clock network power share 26.3%, Critical path origin clk_limit[15], Final Core Density 56.76%, CP arrival 4.31 ns, Reg2Reg Launch Point r_reg[11]$_DFF_PP0_, Area Growth Syn to Fin 35.62%, CP Max Fanout 7, Cell Type Count 34, Yosys reg bits 33, max frequency 242.3 MHz, number of DRC markers in iteration 0 133, yosys warning tally 1, crit start category input pin, initial core utilization approximately two fifths, CP Buf/Inv Count 3, fin crit period 4.127 ns, post-DP HPWL slightly below 5000 µm, crit path capture type flip-flop, CTS tree built, relative slew slack 52.36%, Insertion Delay late pin 0.28 ns, DR vias 2650, core area 6832 µm², sequential share of power 40.7%, final hold vios 0, Avg Inst Size Synth 8.690 µm², Die X roughly 87 µm, root buf cell clkbuf_8, Placer Congestion 0.8069, CP max stage delay 0.41 ns, Yosys Chip Area 2859 µm², worst hold slack 0.4919 ns, CP max stage cell clkdlybuf4s50_1, average wire per standard cell approximately 14 µm, Filler cells 590, critical path's top delay family simple AND/OR/NAND/NOR gates, number of diodes 0, # DRC 0, Overflow after GRT 0, first-pass GRT wire length between 10000 and 15000 µm, endpoints failing setup 0, share of layout cells above drive strength 1 between 10% and 20%, Via-to-Cell Ratio ~5.4, initial antenna violation count 0, num rows 30, post-route clock period utilization 95.98%, Max Cap Viol 0, port bufs 34, Log Warnings 26, final slew viol count 0, Worst-Margin Slew 0.7080 ns, Sw Pwr 0.3855 mW, Worst Path Required 4.48 ns, GRT Util Overall 19.41%, H-tree depth 2, min-delay src divided_clk$_DFFE_PP0P_, DRT antenna net count 0, clk slew on worst S/H paths 0.07 ns, Leakage Power between 1.5 and 2 nW
area by class of cell:
type,instances,area (µm²),share of cell area [%]
Clock inverter,1,30.03,0.7744
Timing Repair Buffer,70,716.9,18.49
Multi-Input combinational cell,277,2064,53.24
Clock buffer,7,86.33,2.227
Tap cell,96,120.1,3.098
Sequential cell,33,825.8,21.30
Inverter,9,33.78,0.8712
worst paths after layout:
| kind | end | depth (start not counted) | slack (ns) |
|---|---|---|---|
| worst max-delay path | r_reg[19]$_DFF_PP0_ | 14 | 0.17 |
| worst min-delay path | divided_clk$_DFFE_PP0P_ | 1 | 0.49 |
| worst max register to register | r_reg[27]$_DFF_PP0_ | 5 | 2.09 |
| worst min register to register | divided_clk$_DFFE_PP0P_ | 1 | 0.49 |
| max in group asynchronous | r_reg[13]$_DFF_PP0_ | 3 | 3.02 |
| min in group asynchronous | r_reg[26]$_DFF_PP0_ | 3 | 0.97 |
stage by stage:
| step | setup TNS [ns] | total power, mW | instances | area [µm²] | setup slack [ns] |
|---|---|---|---|---|---|
| floorplan | -0.6239 | 0.6730 | 329 | 2859 | -0.02133 |
| global placement | -9.561 | 0.7978 | 476 | 3496 | -0.3082 |
| detailed placement | -11.20 | 0.8035 | 476 | 3496 | -0.3639 |
| CTS | 0 | 1.112 | 485 | 3641 | 0.006404 |
| global route | -0.002711 | 1.232 | 493 | 3877 | -0.001470 |
| finish | 0 | 1.148 | 493 | 3877 | 0.1731 |
metal layers:
metal	track usage [%]	vias up	wire (µm)	part of all wire (%)
met5	0	-	0	0
met4	3.182	0	130	1.8
met3	1.836	15	307	4.3
met2	30.88	72	3214	45
met1	30.00	1228	3447	49
li1	-	1335	-	-
kinds of logic after synthesis:
kind of cell / Yosys count / synth area share (%)
AOI/OAI and AO/OA: 27 / 5.558
adders and majority gates: 34 / 14.88
xor gates and xnor gates: 60 / 18.38
buffers and inverters: 19 / 2.757
and+or+nand+nor: 156 / 29.54
DFF: 33 / 28.88
worst reg2reg max path, stage by stage, from the launching register on:
cell,delay [ns]
dfrtp_1,0.46
and4_1,0.29
nand4_1,0.57
nor4_1,0.56
xnor2_1,0.18
nor3_2,0.05
cell usage after synthesis, drive strengths merged:
cell type	number	area share (%)
buf	1	0.39
a211oi	1	0.26
nor4	17	3.9
ha	34	15
clkbuf	9	1.2
nand2b	3	0.66
a21oi	13	2.3
a31oi	1	0.22
nor2b	2	0.44
nand3b	3	0.79
and3	2	0.44
nor3b	1	0.26
o21a	1	0.26
nand2	20	2.6
a2111o	1	0.39
o211ai	2	0.53
xnor2	38	12
or4	3	0.92
nor2	13	1.7
nand4	12	2.6
a221oi	1	0.31
nor3	47	8.2
nand3	19	3.3
and4	4	1.2
or2	1	0.22
o21ai	6	1.1
a21o	1	0.26
dfrtp	33	29
xor2	22	6.7
inv	9	1.2
or3	9	2.1
cells in the final DEF, fill, tap and decap left out, types with 4 or more instances in the layout:
cell / netlist / routed
nor4_1: 16 / 15
nor2_1: 13 / 13
and4_1: 4 / 4
nor3_2: 0 / 11
nand3_1: 19 / 19
xnor2_1: 38 / 38
nand2_1: 20 / 20
ha_1: 34 / 34
dfrtp_1: 33 / 33
clkbuf_8: 0 / 6
dlymetal6s2s_1: 0 / 4
xor2_1: 22 / 22
clkdlybuf4s50_1: 0 / 30
nand4_1: 12 / 12
inv_1: 9 / 9
buf_4: 0 / 26
nor3_1: 47 / 36
a21oi_1: 13 / 13
o21ai_0: 6 / 6
buf_6: 1 / 5
or3_1: 8 / 7
power groups by stage:
stage	clock network (mW)	logic, mW	registers (mW)
CTS	0.310	0.337	0.466
global route	0.326	0.428	0.478
finish	0.302	0.378	0.467
repair_timing:
| item | 4_1_cts | 5_1_grt |
|---|---|---|
| gates cloned | 1 | 5 |
| hold endpoints to repair | 0 | 0 |
| pin swaps | 0 | 11 |
| gates resized | 5 | 26 |
| setup endpoints to repair | 32 | 32 |
| setup buffers | 0 | 3 |
No activity file was given, so power comes from the tool's default toggle rates.
